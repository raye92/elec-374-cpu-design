[flow/config.mk]
export PLATFORM = sky130hd
export DESIGN_NAME = multiply
export DESIGN_NICKNAME = multiply
export VERILOG_FILES = /design/flow/design.v
export SDC_FILE = /design/flow/constraint.sdc
export NUM_CORES = 4
export LEC_CHECK = 1
export CORE_UTILIZATION = 50
[flow/constraint.sdc]
current_design multiply

set clk_period 91.8
set clk_io_pct 0.2

create_clock -name clk0 -period $clk_period

set non_clock_inputs [all_inputs -no_clocks]
set_input_delay [expr $clk_period * $clk_io_pct] -clock clk0 $non_clock_inputs
set_output_delay [expr $clk_period * $clk_io_pct] -clock clk0 [all_outputs]
[flow/design.v]
module multiply(
input  wire signed [31:0] M,
input  wire 		 [31:0] Q,
output reg signed	 [63:0] result
);
integer i;
reg signed [65:0] acc;  
always@(*) begin
	acc = {33'sd0, Q, 1'b0};
	for (i = 0; i < 32; i = i + 2) begin
		if ((~acc[2] & ~acc[1] & ~acc[0]) | (acc[2] & acc[1] & acc[0])) begin
			acc[65:33] = acc[65:33] + 0;
		end
		else if ((~acc[2] & ~acc[1] & acc[0]) | (~acc[2] & acc[1] & ~acc[0])) begin
			acc[65:33] = acc[65:33] + {{1{M[31]}}, M};
		end
		else if (~acc[2] & acc[1] & acc[0]) begin
			acc[65:33] = acc[65:33] + ({{1{M[31]}}, M} <<< 1);
		end
		else if (acc[2] & ~acc[1] & ~acc[0]) begin
			acc[65:33] = acc[65:33] - ({{1{M[31]}}, M} <<< 1);
		end
		else if ((acc[2] & ~acc[1] & acc[0]) | (acc[2] & acc[1] & ~acc[0])) begin
			acc[65:33] = acc[65:33] - {{1{M[31]}}, M};
		end
		acc = acc >>> 2;
	end
	result = acc[64:1];
end
endmodule
[flow/run.sh]
#!/bin/bash
# OpenROAD 26Q1-2900-gdf79404cd8, Yosys 0.63+post, stock flow scripts
make -C /OpenROAD-flow-scripts/flow DESIGN_CONFIG=/design/flow/config.mk WORK_HOME=/design/flow/orfs finish
==> metrics.yaml <==
initialDrtViolationCount: 14950
warnings: 1033
grt_pass1_wl_um: 868000
rsz0062_at_grt: "false"
routed_wl_um: 613500
logic_area_um2: 106300
io_buffers: 128
finalSetupTns_ns: 0
setup_viol: 0
slowest_delay_ns: 1.06
vias_per_cell: 6.803
p_int_mw: 4.131
final_cells: 20250
cp.required_ns: 73.44
outcome: "finished, final reports clean"
vdd_drop_max_mv: 0.05162
chipArea_um2: 229200
finalInstanceArea_um2: 120200
overflow: 0
hold_path.class: "primary input to output port"
max_slew.worst_pin.slew_ns: 1.341
fin_crit_ns: 84.98
drc: 0
fmax_ghz: 0.01177
layout-drive-gt1-share_pct: 5.639
postPlaceCellArea_um2: 120000
vias: 137800
syn_inst: 17280
min_delay_path_depth: 5
fp_util_pct: 50.43
maxCapViolations: 0
largest_area_cell: "ha_1"
power_switching_mw: 6.568
top_cell: "ha_1"
crit_fanout: 30
cts_resized: 0
cp_slowest_cell: "nor4b_1"
dr.pass1.iters: 9
finalCritPeriodShare_pct: 92.57
ys_cells: 17280
p_total_mw: 10.70
die_y_um: 478.7
area_leaders: "ha_1, a21oi_1, xnor2_1, nor2_1, o21ai_0"
grt_antenna_before_repair: 50
ys_types: 123
synth_seq_share_pct: 0
grt_max_degree: 75
yosys-top-cells-count: "ha_1, nor2_1, a21oi_1"
synth.avg_cell_area_um2: 6.575
yosysWarnings: 1
switching_share_pct: 61.39
regArea_um2: 0
netlist_area_um2: 113600
crit_top_cell: "a21oi_1"
slew_violations: 0
post_cts_buffers: 0
coreArea_um2: 225300
gp_congestion: 1.137
flops: 0
cp-end-kind: "output port"
leakage_nw: 52.24
wl_per_cell_um: 30.30
p_per_area_nw_per_um2: 89.03
fillers: 22760
cts_hold_buf: 0
yosys_area_um2: 113600
slew_headroom_pct: 9.769
dp.cells: 20190
detail-route-antenna-nets: 0
n_clock_buffer: 0
cp.arrival_ns: 66.62
worstSetupStartpointType: "primary input"
yosysTopAreaCellShare_pct: 21.74
first_global_vias: 124700
chipWidth_um: 478.7
fin_hold_ws_ns: 37.72
grt_usage_pct: 52.03
dp_hpwl_um: 483100
io_pins: 128
path_class: "primary input to output port"
fp-row-count: 174
finalHoldViolCount: 0
area_growth_pct: 5.746
## cells in the final DEF, fill, tap and decap left out, types with 120 or more instances in the layout
| cell | instances |
|---|---|
| o22ai_1 | 224 |
| a21boi_0 | 144 |
| o21bai_1 | 311 |
| a21o_1 | 300 |
| xor2_1 | 276 |
| nand2_1 | 1240 |
| or3_1 | 237 |
| nand3_1 | 249 |
| and3_1 | 127 |
| xnor2_1 | 1005 |
| o211ai_1 | 199 |
| o21a_1 | 212 |
| inv_1 | 1130 |
| a211oi_1 | 211 |
| o31ai_1 | 172 |
| a22oi_1 | 120 |
| ha_1 | 1974 |
| buf_4 | 593 |
| nor2_1 | 1891 |
| a31oi_1 | 244 |
| o21ai_0 | 1358 |
| nor3_1 | 523 |
| nand2b_1 | 254 |
| a21oi_1 | 1831 |
| a221oi_1 | 139 |
| nor2b_1 | 218 |
## path summary, 6_finish.rpt
kind / slack (ns) / to / startpoint
worst min-delay path: 37.72 / result[27] / Q[27]
worst max-delay path: 6.82 / result[62] / M[0]
## area by class of cell
| cell class | count | share of cell area [%] |
|---|---|---|
| Multi-Input combinational cell | 15320 | 88.48 |
| Inverter | 1178 | 3.717 |
| Tap cell | 2992 | 3.115 |
| Antenna cell | 55 | 0.1145 |
| Timing Repair Buffer | 700 | 4.576 |
## worst max-delay path, delay by kind of cell
kind            cells  cell delay [ns]
simple gates       39             8.79
mux                 2             0.27
fa+ha+maj          21             8.50
buf+inv            15             3.59
compound gates     89            24.93
xor+xnor           12             2.02
## cell families (layout without fill, tap and decap cells)
group	Yosys count	in the layout	share of synthesized area [%]
AOI/OAI and AO/OA	6543	6543	37.51
xor gates and xnor gates	1281	1281	9.873
adders and majority gates	2135	2135	23.68
buffers and inverters	1958	1878	6.501
muxes	88	88	0.8225
other	0	55	0
and+or+nand+nor	5277	5277	21.61
## metal layers
layer	track usage (%)	vias to the layer above	wire length (um)
met3	16.89	2771	73370
li1	-	63230	-
met5	0.2693	-	508
met4	48.18	36	70770
met2	74.34	8537	245000
met1	61.31	63180	223800
## through the flow
stage / utilization (%) / setup WS, ns
finish: 53.33 / 6.818
global route: 53.29 / 4.419
global placement: 53.26 / 7.933
floorplan: - / 17.52
CTS: 53.26 / 8.258
detailed placement: 53.26 / 8.510
