`./config.mk`:
```
export PLATFORM = sky130hd
export DESIGN_NAME = subtractor
export DESIGN_NICKNAME = subtractor
export VERILOG_FILES = /design/flow/design.v
export SDC_FILE = /design/flow/constraint.sdc
export NUM_CORES = 4
export LEC_CHECK = 1
export CORE_AREA = 10 10 105 105
export DIE_AREA = 0 0 115 115
```
`./constraint.sdc`:
```
current_design subtractor

set clk_period 12.9
set clk_io_pct 0.2

create_clock -name clk0 -period $clk_period

set non_clock_inputs [all_inputs -no_clocks]
set_input_delay [expr $clk_period * $clk_io_pct] -clock clk0 $non_clock_inputs
set_output_delay [expr $clk_period * $clk_io_pct] -clock clk0 [all_outputs]
```
`./design.v`:
```
module adder(
    input  wire [31:0] A,
    input  wire [31:0] B,
    output reg  [63:0] Result
);
reg [32:0] LocalCarry;
integer i;
	 always @(*) begin
			Result     = 64'd0;      
			LocalCarry = 33'd0;
					for (i = 0; i < 32; i = i + 1) begin
						Result[i]      = A[i] ^ B[i] ^ LocalCarry[i];
						LocalCarry[i+1]= (A[i] & B[i]) | (LocalCarry[i] & (A[i] | B[i]));
					end
					Result[32] = LocalCarry[32];  
				end
endmodule
module subtractor(
input wire [31:0] A,
input wire [31:0] B,
output wire [63:0] result
);
reg [31:0] negated_b;
integer i;
reg carry;
reg oldbit;
always @(*) begin
	 carry = 1'b1;
    for (i = 0; i < 32; i = i + 1) begin
        oldbit = ~B[i];
		  negated_b[i] = oldbit ^ carry;
		  carry = oldbit & carry;
    end
end
adder add_negate(A, negated_b, result);
endmodule
```
`./run.sh`:
```
#!/bin/bash
# OpenROAD 26Q1-2900-gdf79404cd8, Yosys 0.63+post, stock flow scripts
make -C /OpenROAD-flow-scripts/flow DESIGN_CONFIG=/design/flow/config.mk WORK_HOME=/design/flow/orfs finish
```
==> flow_summary.ini <==
; synthesis and place-and-route metrics
[global_route]
grt_max_degree = 3
met2_usage_pct = 6.94
grt_pass1_wl_um = 6890
top_usage_layer = met1
met1_usage_pct = 9.81
grtUsageTotal_pct = 6.35
grt.met3_usage_pct = 5.01
grt_pass1_vias = 1487
antenna_found_initial = 0
grt_overflow = 0

[sta]
hold_viol = 0
setup_viol = 12
slew_violations = 0
fin_ws_ps = -3450
period_needed_ps = 16350
period_used_pct = 127
rsz0062_at_grt = yes
hold_slack_ps = 5920
clock.fmax_mhz = 61.2

[logic_synthesis]
ys_seq_share_pct = 0
syn_area_per_cell_um2 = 7.91
yosys_warnings = 2
synthCells = 216
ys_cells = 216
netlist_area_um2 = 1710
ys_types = 6
ys_area_um2 = 1710

[finish]
clock_buffers = 0
layout.cells.most_common_list = inv_1, clkdlybuf4s50_1, fa_2, conb_1, ha_1
final_area_um2 = 2760
register_area_um2 = 0
final_common_cell = inv_1
layout-drive-gt1-share_pct = 21.1
nFlopsAndLatches = 0
area_delta_synth_final_pct = 61.4
fin_util_pct = 31.5
layout.cells.non_filler = 421
combGateArea_um2 = 1230
fillers = 909

[run_status]
violations = setup timing
status = complete, but fails checks

[worst_setup_path]
setup.worst_path.end_class = primary output
arrival_ps = 13770
path_max_fanout = 2
start_kind = input port
slowest_delay_ps = 410
worst_ep_required_time_ps = 10320
path_class = input port to primary output
crit_top_cell = fa_2
cpMaxStageDelayCell = fa_2

[power_and_ir_drop]
intPower_mw = 0.0651
irDropWorstVdd_v = 0.0000157
cellPowerDensity_nw_per_um2 = 36.3
swShare_pct = 34.8
clockPowerShare_pct = 0
p_switching_mw = 0.0348
leakage_nw = 1.61
p_seq_share_pct = 0
pwr-share-comb_pct = 100.0

[placement]
dp_hpwl_um = 4260
port_buffers = 97
post-place-ws_ps = -4320
place_inst = 420
place.gp.congestion = 0.802
dpl_cell_area_um2 = 2790

[floorplanning]
fp_util_pct = 19.5
num_io_pins = 128
dieArea_um2 = 13200
core_um2 = 8760
rows = 34
die_y_um = 115
die_w_um = 115

[min_path]
whs_path_depth = 4
min_to = result[0]
hp-class = input port to primary output
min_from = B[0]

[drt]
vias_per_cell = 3.16
first_pass_iters = 2
wire_per_inst_um = 10.1
drcViolationCount = 0
drt.antenna.violating_nets = 0
via_count = 1332
wl_um = 4270
n_antenna_cell = 0
drt_iter0_drc = 14

[job]
warnings = 35
maxCapViolCount = 0

[cts]
cts_hold_buf = 0
==> how the worst max path moves through the flow <==
| stage | depth (start not counted) | slack [ps] | endpoint | from |
|---|---|---|---|---|
| finish | 41 | -3450 | result[31] | B[0] |
| global route | 41 | -3710 | result[31] | B[0] |
| CTS | 41 | -3510 | result[31] | B[0] |
==> per-layer routing <==
metal	part of all wire (%)	up-vias
li1	-	689
met1	49	547
met2	31	96
met3	21	0
met4	0	0
met5	0	-
==> stage by stage <==
| step | setup TNS (ps) | power (mW) |
|---|---|---|
| floorplan | -19390 | 0.0403 |
| global placement | -34660 | 0.108 |
| detailed placement | -34990 | 0.108 |
| CTS | -24240 | 0.102 |
| global route | -26460 | 0.118 |
| finish | -23660 | 0.0999 |
==> worst max-delay path: cells and delay by family <==
| family | cells | cell delay, ps |
|---|---|---|
| buffers and inverters | 9 | 520 |
| adders and majority gates | 32 | 10660 |
==> kinds of logic after synthesis <==
group / count (synthesis) / synth area share [%]
XOR/XNOR: 1 / 0.513
other: 1 / 0.220
adder cells (fa/ha/maj): 62 / 59.0
buffers and inverters: 152 / 40.2
==> final cells by class <==
class | count | share of cell area [%]
Multi-Input combinational cell | 94 | 44.5
Tap cell | 108 | 4.90
Inverter | 121 | 16.9
Timing Repair Buffer | 98 | 33.7
==> power groups by stage <==
stage / sequential, mW / clock, mW / combinational [mW]
global route: 0 / 0 / 0.118
finish: 0 / 0 / 0.0999
CTS: 0 / 0 / 0.102
==> Yosys cell counts <==
cell type | n | area, um2
inv_1 | 121 | 454
buf_4 | 31 | 233
fa_1 | 31 | 621
ha_1 | 31 | 388
conb_1 | 1 | 3.75
xnor2_1 | 1 | 8.76
==> what timing repair did <==
item | in CTS | in global routing
setup buffers | 1 | 0
pin swaps | 2 | 0
endpoints found under the setup margin | 15 | 14
cloned | 0 | 0
resized | 68 | 8
Power and IR drop assume default switching activity.
